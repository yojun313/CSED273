File: ./run.sh
#!/bin/bash
# OpenROAD 26Q1-2900-gdf79404cd8, Yosys 0.63+post, stock flow scripts
make -C /OpenROAD-flow-scripts/flow DESIGN_CONFIG=/design/flow/config.mk WORK_HOME=/design/flow/orfs finish
File: ./config.mk
export PLATFORM = sky130hd
export DESIGN_NAME = lab4_4
export DESIGN_NICKNAME = lab4_4
export VERILOG_FILES = /design/flow/design.v
export SDC_FILE = /design/flow/constraint.sdc
export NUM_CORES = 4
export LEC_CHECK = 1
export CORE_AREA = 10 10 70 70
export DIE_AREA = 0 0 80 80
File: ./design.v
module halfAdder(
    input in_a,
    input in_b,
    output out_s,
    output out_c
    );
    xor(out_s,in_a,in_b);
    and(out_c,in_a,in_b);
endmodule
module fullAdder(
    input in_a,
    input in_b,
    input in_c,
    output out_s,
    output out_c
    );
    wire l1,l2,l3;
    halfAdder h1(in_a,in_b,l1,l2);
    halfAdder h2(l1,in_c,out_s,l3);
    or(out_c,l2,l3);
endmodule
module lab4_2(
    input [4:0] in_a,
    input [4:0] in_b,
    input in_c,
    output [4:0] out_s,
    output out_c
    );
    wire c1,c2,c3,c4;    
    fullAdder f1(in_a[0],in_b[0],in_c,out_s[0],c1);
    fullAdder f2(in_a[1],in_b[1],c1,out_s[1],c2);
    fullAdder f3(in_a[2],in_b[2],c2,out_s[2],c3);
    fullAdder f4(in_a[3],in_b[3],c3,out_s[3],c4);
    fullAdder f5(in_a[4],in_b[4],c4,out_s[4],out_c);
endmodule
module lab4_4(
    input [4:0]in_a,
    input [2:0]in_b,
    output [7:0]out_m
    );
    wire [4:0]x0;
    wire [4:0]y0;
    wire [4:0]z0;
    wire [4:0]x1;
    wire [4:0]y1;
    wire [4:0]z1;
    wire c1,c2;
    and(x0[4],in_b[1],in_a[4]);
    and(x0[3],in_b[1],in_a[3]);
    and(x0[2],in_b[1],in_a[2]);
    and(x0[1],in_b[1],in_a[1]);
    and(x0[0],in_b[1],in_a[0]);
    assign y0[4]=1'b0;
    and(y0[3],in_b[0],in_a[4]);
    and(y0[2],in_b[0],in_a[3]);
    and(y0[1],in_b[0],in_a[2]);
    and(y0[0],in_b[0],in_a[1]);
    lab4_2 r0(x0,y0,0,z0,c1);
    and(x1[4],in_b[2],in_a[4]);
    and(x1[3],in_b[2],in_a[3]);
    and(x1[2],in_b[2],in_a[2]);
    and(x1[1],in_b[2],in_a[1]);
    and(x1[0],in_b[2],in_a[0]);
    assign y1[0]=z0[1];
    assign y1[1]=z0[2];
    assign y1[2]=z0[3];
    assign y1[3]=z0[4];
    assign y1[4]=c1;
    lab4_2 r1(x1,y1,0,z1,c2);
    assign out_m[7]=c2;
    assign out_m[6]=z1[4];
    assign out_m[5]=z1[3];
    assign out_m[4]=z1[2];
    assign out_m[3]=z1[1];
    assign out_m[2]=z1[0];
    assign out_m[1]=z0[0];
    and(out_m[0],in_b[0],in_a[0]);
endmodule
File: ./constraint.sdc
current_design lab4_4

set clk_period 6.0
set clk_io_pct 0.2

create_clock -name clk0 -period $clk_period

set non_clock_inputs [all_inputs -no_clocks]
set_input_delay [expr $clk_period * $clk_io_pct] -clock clk0 $non_clock_inputs
set_output_delay [expr $clk_period * $clk_io_pct] -clock clk0 [all_outputs]
==> results.py <==
# Generated from Yosys and OpenROAD reports
metrics = {
    "run_status": {
        "run_status": "complete, no violations",
    },
    "final_layout": {
        "num-fill-cells": 387,
        "layout_top_cell": "clkdlybuf4s50_1",
        "commonest_non_fill_non_tap_cells_in_the_layout": "13 x clkdlybuf4s50_1, 11 x inv_1, 9 x nand2_1",
        "layout.clock_buffers": 0,
        "flop_area_um2": 0,
        "syn2layout_area_growth_pct": 60.2,
        "utilization_pct": 16.1,
        "flops": 0,
        "drive_gt1_share_pct": 17.9,
    },
    "min_path": {
        "min_delay_path_depth": 3,
        "worst_min_path_class": "primary input to output pin",
    },
    "global_route": {
        "number_of_global_route_vias_before_repair": 298,
        "groute.usage.overall_pct": 2.38,
        "pin_count_of_the_biggest_net_entering_global_routing": 6,
        "antenna_found_initial": 0,
        "overflow": 0,
        "grt_first_pass_wirelength_mm": 1.27,
    },
    "sta": {
        "timing_worst_slew_pin_value_ps": 167,
        "drv_slew": 0,
        "rsz0062_at_grt": "no",
        "period_used_pct": 97.9,
        "clock.fmax_mhz": 170,
        "period_minus_slack_ps": 5870,
        "total_setup_violations_reported_at_the_end_of_the_flow": 0,
        "finalHoldViolations": 0,
        "worst_slew_margin_rel_pct": 88.8,
    },
    "worst_setup_path": {
        "worstPathArrival_ps": 4670,
        "cp_data_required_time_ps": 4800,
        "worstSetupEndpointType": "output pin",
        "setup.worst_path.end": "out_m[6]",
        "crit_fanout": 2,
        "timing.critical_path.from": "in_b[1]",
        "worstSetupStartpointType": "primary input",
        "criticalPathCategory": "primary input to output pin",
    },
    "routing": {
        "drtAntennaViolNets": 0,
        "route.antenna.diode_count": 0,
        "drtPass1Iterations": 2,
        "vias": 269,
        "routed_wire_length_per_instance_um": 7.23,
        "drc_errors": 0,
        "drc_marker_count_from_the_first_detailed_route_iteration": 2,
        "routed_wl_um": 737,
        "number_of_vias_per_cell": 2.64,
    },
    "pwr": {
        "power.switching_w": 0.0000138,
        "power_per_cell_area_nw_per_um2": 75.0,
        "leakagePower_nw": 0.245,
        "power_report.internal_total_w": 0.0000274,
        "p_comb_share_pct": 100.0,
        "p_seq_share_pct": 0,
        "part_of_the_total_power_dissipated_in_the_clock_network_pct": 0,
        "worst_ir_drop_vdd_mv": 0.00974,
        "sw_frac_of_total_pct": 33.5,
        "finalPower_w": 0.0000412,
    },
    "floorplan": {
        "floorplan.die_area_um2": 6400,
        "pin_count": 16,
        "die_h_um": 80,
        "initial_core_util_pct": 10.0,
        "core_area_um2": 3420,
        "rows": 21,
        "die_w_um": 80,
    },
    "synth": {
        "ys_seq_share_pct": 0,
        "chip_area_yosys_um2": 343,
        "syn_avg_cell_area_um2": 7.97,
        "yosys.cell_types.count": 6,
        "synth-cells-yosys": 43,
        "synthCells": 43,
        "yosysWarningCount": 2,
        "netlist_area_um2": 343,
    },
    "flow_run": {
        "max_cap_viol_count": 0,
        "tool_warnings": 32,
    },
    "placed_design": {
        "gp_congestion": 0.674,
        "portBuffers": 16,
        "place_hpwl_um": 749,
    },
    "cts": {
        "cts_setup_buffers": 0,
    },
}
[power groups by stage]
stage	sequential, W	clock (W)	combinational (W)
after global routing	0	0	0.0000480
after CTS	0	0	0.0000434
final	0	0	0.0000412
[critical path, cell delays in order]
cell	delay, ps
clkdlybuf4s50_1	470
and2_1	130
ha_2	160
inv_1	40
fa_2	340
fa_2	360
fa_1	470
fa_2	370
fa_2	340
fa_2	520
inv_1	30
dlygate4sd2_1	230
[cell type report]
cell class | instances | area [um2] | share of cell area, %
Multi-Input combinational cell | 25 | 264 | 48.1
Timing Repair Buffer | 20 | 186 | 33.9
Tap cell | 46 | 57.6 | 10.5
Inverter | 11 | 41.3 | 7.52
[cell families after synthesis]
group	synth area share, %
fa+ha+maj	51.8
buf+inv	27.4
simple gates	20.8
[Yosys cell counts (all sizes together)]
| library cell | number | area [um2] |
|---|---|---|
| and2 | 6 | 37.5 |
| buf | 7 | 52.6 |
| fa | 7 | 140 |
| ha | 3 | 37.5 |
| inv | 11 | 41.3 |
| nand2 | 9 | 33.8 |
[what timing repair did]
item	in CTS	in global routing
pin swaps	6	4
hold buffers	0	0
endpoints found under the hold margin	0	0
gates cloned	0	0
setup endpoints to repair	2	1
resized	9	0
[metrics by stage]
stage | hold WS, ps | TNS, ps | worst slack, ps | instance area (um2) | std cells
3_3_place_gp | 3380 | -355 | -209 | 538 | 102
6_report | 3190 | 0 | 125 | 549 | 102
3_5_place_dp | 3390 | -391 | -228 | 538 | 102
2_1_floorplan | 2470 | 0 | 710 | 343 | 43
4_1_cts | 3200 | 0 | 38.4 | 549 | 102
5_1_grt | 3230 | 0 | 8.86 | 549 | 102
[worst min-delay path by stage]
stage	startpoint	to	slack (ps)
after CTS	in_a[0]	out_m[0]	3200
after global routing	in_a[0]	out_m[0]	3230
final	in_a[0]	out_m[0]	3190
[metal layers]
layer	global-route usage [%]	share of wire (%)	up-vias
met1	1.83	26	126
met5	0	0	-
li1	-	-	140
met3	0.341	5.4	0
met4	0	0	0
met2	5.78	68	3
Power and IR drop assume default switching activity.
