File: design.v
`timescale 1ps / 1fs
module adder(
    input [3:0] x,
    input [3:0] y,
    input c_in,              
    output [3:0] out,
    output c_out             
); 
    wire [3:0] C1;
    wire [3:0] C2;
    wire [3:0] C;
    wire [3:0] S;
    assign S[0] = x[0]^y[0];
    assign C1[0] =  x[0]&y[0]; 
    assign out[0]= S[0]^c_in;
    assign C2[0]=S[0]&c_in;
    assign C[0]=C1[0]|C2[0];
    assign S[1] = x[1]^y[1];
    assign C1[1] =  x[1]&y[1]; 
    assign out[1]= S[1]^C[0];
    assign C2[1]=S[1]&C[0];
    assign C[1]=C1[1]|C2[1];
    assign S[2] = x[2]^y[2];
    assign C1[2] =  x[2]&y[2]; 
    assign out[2]= S[2]^C[1];
    assign C2[2]=S[2]&C[1];
    assign C[2]=C1[2]|C2[2];
    assign S[3] = x[3]^y[3];
    assign C1[3] =  x[3]&y[3]; 
    assign out[3]= S[3]^C[2];
    assign C2[3]=S[3]&C[2];
    assign C[3]=C1[3]|C2[3];
    assign c_out=C[3];
endmodule
module arithmeticUnit(
    input [3:0] x,
    input [3:0] y,
    input [2:0] select,
    output [3:0] out,
    output c_out             
);
    wire [3:0] A;
   assign  A[3] = (select[2]&(~y[3]))|(select[1]&y[3]);
   assign  A[2] = (select[2]&(~y[2]))|(select[1]&y[2]);
   assign  A[1] = (select[2]&(~y[1]))|(select[1]&y[1]);
   assign  A[0] = (select[2]&(~y[0]))|(select[1]&y[0]);
   adder Adder(x[3:0],A[3:0],select[0],out[3:0], c_out);
endmodule
module mux4to1(
    input [3:0] in,
    input [1:0] select,
    output out
);
    assign out = (in[0]&(~select[1])&(~select[0]))|(in[1]&(~select[1])&(select[0]))|(in[2]&(select[1])&(~select[0]))|(in[3]&(select[1])&(select[0]));
endmodule
module logicUnit(
    input [3:0] x,
    input [3:0] y,
    input [1:0] select,
    output [3:0] out
);
    wire [3:0] out0;
    wire [3:0] out1;
    wire [3:0] out2;
    wire [3:0] out3;
    assign out0[0]= x[0]&y[0];
    assign out0[1]=x[0]|y[0];
    assign out0[2]=x[0]^y[0];
    assign out0[3]=~x[0];
    assign out1[0]= x[1]&y[1];
    assign out1[1]=x[1]|y[1];
    assign out1[2]=x[1]^y[1];
    assign out1[3]=~x[1];
    assign out2[0]= x[2]&y[2];
    assign out2[1]=x[2]|y[2];
    assign out2[2]=x[2]^y[2];
    assign out2[3]=~x[2];
    assign out3[0]= x[3]&y[3];
    assign out3[1]=x[3]|y[3];
    assign out3[2]=x[3]^y[3];
    assign out3[3]=~x[3];
    mux4to1 Mux0(out0[3:0],select[1:0],out[0]);
    mux4to1 Mux1(out1[3:0],select[1:0],out[1]);
    mux4to1 Mux2(out2[3:0],select[1:0],out[2]);
    mux4to1 Mux3(out3[3:0],select[1:0],out[3]);
endmodule
module mux2to1(
    input [1:0] in,
    input  select,
    output out
);
    assign out= ((~select)&in[0])|(select&in[1]);
endmodule
module lab5_1(
    input [3:0] x,
    input [3:0] y,
    input [3:0] select,
    output [3:0] out,
    output c_out             
);
    wire [3:0] ARU;
    wire [3:0] LU;
    wire [1:0] output0;
    wire [1:0] output1;
    wire [1:0] output2;
    wire [1:0] output3;
    arithmeticUnit Arithmetic(x[3:0],y[3:0],select[2:0],ARU[3:0],c_out);
    logicUnit Logic(x[3:0],y[3:0],select[1:0],LU[3:0]);
    assign output0[0] = ARU[0];
    assign output0[1] = LU[0];
    assign output1[0] = ARU[1];
    assign output1[1] = LU[1];
    assign output2[0] = ARU[2];
    assign output2[1] = LU[2];
    assign output3[0] = ARU[3];
    assign output3[1] = LU[3];
    mux2to1 selection0(output0[1:0],select[3],out[0]);
    mux2to1 selection1(output1[1:0],select[3],out[1]);
    mux2to1 selection2(output2[1:0],select[3],out[2]);
    mux2to1 selection3(output3[1:0],select[3],out[3]);
endmodule
File: run.sh
#!/bin/bash
# OpenROAD 26Q1-2900-gdf79404cd8, Yosys 0.63+post, stock flow scripts
make -C /OpenROAD-flow-scripts/flow DESIGN_CONFIG=/design/flow/config.mk WORK_HOME=/design/flow/orfs finish
File: config.mk
export PLATFORM = sky130hd
export DESIGN_NAME = lab5_1
export DESIGN_NICKNAME = lab5_1
export VERILOG_FILES = /design/flow/design.v
export SDC_FILE = /design/flow/constraint.sdc
export NUM_CORES = 4
export LEC_CHECK = 1
export CORE_AREA = 10 10 70 70
export DIE_AREA = 0 0 80 80
File: constraint.sdc
current_design lab5_1

set clk_period 3.0
set clk_io_pct 0.2

create_clock -name clk0 -period $clk_period

set non_clock_inputs [all_inputs -no_clocks]
set_input_delay [expr $clk_period * $clk_io_pct] -clock clk0 $non_clock_inputs
set_output_delay [expr $clk_period * $clk_io_pct] -clock clk0 [all_outputs]
==> out/summary.txt <==
status: finished with violations
failing checks: setup timing
top cell family by delay on the critical path: adder cells
worst hold-check path type: in2out
routability congestion estimate: 0.783
Final setup viols: 1
P_leak: 0.387 nW
Final Cycle Share: 105%
max-slew violations: 0
initial antenna violation count: 0
Synth Seq Share: 0%
drt wl/cell: 9.88 um
via/cell ratio: 3.36
Area Growth Syn to Fin: 61.7%
actual slew at the worst max-slew pin: 0.185 ns
Mapped Cells: 52
worst path bufs/invs: 3
IO Port Bufs: 17
chip area line of the yosys report: 467 um^2
slowest stage delay, CP: 0.51 ns
PnR worst setup slack: -0.148 ns
VDD IR max: 25.8 uV
hold-critical path depth: 6
core area: 3420 um^2
largest net degree at the start of global routing: 8
register area: 0 um^2
layout cells sized above 1: 44.0%
Ant. Diodes: 0
via count: 406
RSZ-0062 raised after global routing: true
Layout fillers: 377
Cell Area, Synth: 467 um^2
clock buf count: 0
Placed Cells: 120
gr ovfl total: 0
Final HPWL DP: 1070 um
Tmin final: 3.15 ns
Crit Path Class: in2out
slowest stage cell, crit path: clkdlybuf4s50_1
Power Density: 144 nW/um^2
Pre-antenna DRT Iters: 2
vias in the first global route: 448
setup TNS: -0.148 ns
first-pass GRT wire length: 2070 um
Rows: 21
Seq Cell Count: 0
DRT antenna net count: 0
crit path max fanout: 3
crit-path cells: clkdlybuf4s50_1 -> mux2_2 -> fa_2 -> inv_2 -> fa_1 -> a21oi_2 -> buf_2
post-synthesis cell type count: 13
Final Power: 0.000108 W
Maximum Capacitance Violations: 0
I/O pin total: 17
Routed WL: 1200 um
chip area: 6400 um^2
Data required, critical path: 2.40 ns
fp util: 13.7%
Slew headroom: 87.3%
initial DRC count: 1
Crit. Startpoint: y[2]
all-layer global routing usage: 3.89%
Die X: 80 um
Critical Path Source Type: primary input
CP Capture Type: primary output
fmax: 318 MHz
Die Ht: 80 um
Log Warnings: 39
hold endpoint: out[2]
# Cells Yosys: 52
non-filler instance count after layout: 121
syn_area_per_cell: 8.97 um^2
Hold Startpoint: select[1]
yosys warns: 0
hold buffers post-CTS: 0
remaining routing DRC violations: 0
Final Hold Violation Tally: 0
Arr. time, crit path: 2.55 ns
per-stage QoR:
stage               util (%)  setup slack, ns  cell area [um^2]  hold WS, ns
floorplan                  -          -0.0809               478         1.45
global placement        21.6            -1.00               739         2.28
detailed placement      21.6            -1.02               739         2.28
CTS                     21.9           -0.205               747         1.88
global route            22.1           -0.254               754         1.89
finish                  22.1           -0.148               754         1.81
synthesized netlist by cell type:
| library cell | number | area [um^2] |
|---|---|---|
| a21oi_1 | 2 | 10.0 |
| a21o_1 | 2 | 15.0 |
| inv_1 | 13 | 48.8 |
| buf_6 | 1 | 11.3 |
| buf_4 | 4 | 30.0 |
| mux2_4 | 2 | 30.0 |
| ha_1 | 8 | 100 |
| mux2_2 | 4 | 45.0 |
| or2b_1 | 1 | 7.51 |
| o22ai_1 | 4 | 25.0 |
| fa_1 | 4 | 80.1 |
| mux2i_1 | 6 | 60.1 |
| nand2_1 | 1 | 3.75 |
cell type report:
| class | count | area [um^2] | area share [%] |
|---|---|---|---|
| inverters | 13 | 48.8 | 6.47 |
| multi-input cells | 34 | 404 | 53.6 |
| well taps | 46 | 57.6 | 7.63 |
| repair buffers | 28 | 244 | 32.3 |
routing by layer:
layer  vias up  part of all wire (%)  GRT usage, %  wire, um
li1        212                     -             -         -
met5         -                     0             0         0
met3         0                   6.9         0.795        82
met4         0                     0             0         0
met2         6                    56          7.95       674
met1       188                    37          4.13       438
how the worst max path moves through the flow:
stage | to | slack (ns) | cells after the start
4_1_cts | out[3] | -0.20 | 10
5_1_grt | out[3] | -0.25 | 10
6_report | out[3] | -0.15 | 7
report_power, final:
part | internal, W | total, W | switching, W
combinational | 0.0000667 | 0.000108 | 0.0000417
sequential | 0 | 0 | 0
clock | 0 | 0 | 0
total | 0.0000667 | 0.000108 | 0.0000417
kinds of logic after synthesis:
family / share of synthesized area (%)
multiplexers: 29.0
adder cells (fa/ha/maj): 38.6
AND/OR/NAND/NOR: 2.41
buffers and inverters: 19.3
AND-OR/OR-AND: 10.7
timing repair:
| item | CTS | global route |
|---|---|---|
| cloned | 0 | 0 |
| buffers inserted | 1 | 0 |
| gates resized | 34 | 6 |
| pin swaps | 6 | 6 |
| setup endpoints to repair | 5 | 3 |
cells in the final DEF (no fill, tap or decap):
| master | netlist | routed |
|---|---|---|
| buf_4 | 4 | 11 |
| inv_1 | 13 | 9 |
| ha_1 | 8 | 8 |
| clkdlybuf4s50_1 | 0 | 7 |
| mux2i_1 | 6 | 5 |
| inv_2 | 0 | 4 |
| o22ai_1 | 4 | 4 |
| mux2_4 | 2 | 3 |
| mux2_2 | 4 | 3 |
| fa_2 | 0 | 3 |
| a21o_1 | 2 | 2 |
| clkbuf_2 | 0 | 2 |
| buf_6 | 1 | 2 |
| dlygate4sd2_1 | 0 | 2 |
| nand2_1 | 1 | 1 |
| or2b_1 | 1 | 1 |
| a21oi_1 | 2 | 1 |
| a21oi_2 | 0 | 1 |
| mux2i_4 | 0 | 1 |
| fa_1 | 4 | 1 |
| clkdlybuf4s15_2 | 0 | 1 |
| clkdlybuf4s15_1 | 0 | 1 |
| buf_8 | 0 | 1 |
| buf_2 | 0 | 1 |
Power and IR drop assume default switching activity.
