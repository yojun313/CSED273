**flow/run.sh**
```bash
#!/bin/bash
# OpenROAD 26Q1-2900-gdf79404cd8, Yosys 0.63+post, stock flow scripts
make -C /OpenROAD-flow-scripts/flow DESIGN_CONFIG=/design/flow/config.mk WORK_HOME=/design/flow/orfs finish
```
**flow/config.mk**
```make
export PLATFORM = sky130hd
export DESIGN_NAME = decade_counter_2digits
export DESIGN_NICKNAME = decade_counter_2digits
export VERILOG_FILES = /design/flow/design.v
export SDC_FILE = /design/flow/constraint.sdc
export NUM_CORES = 4
export LEC_CHECK = 1
export CORE_AREA = 10 10 70 70
export DIE_AREA = 0 0 80 80
export SYNTH_HDL_FRONTEND = slang
```
**flow/constraint.sdc**
```tcl
current_design decade_counter_2digits

set clk_period 1.0
set clk_io_pct 0.2

create_clock -name clk0 -period $clk_period [get_ports {clk}]

set non_clock_inputs [all_inputs -no_clocks]
set_input_delay [expr $clk_period * $clk_io_pct] -clock clk0 $non_clock_inputs
set_output_delay [expr $clk_period * $clk_io_pct] -clock clk0 [all_outputs]
```
**flow/design.v**
```verilog
`timescale 1ps / 1fs
module decade_counter(input reset_n, input clk, output [3:0] count);
    wire [3:0] J;
    wire [3:0] K;
    wire [3:0] _count;
    assign J[3] = count[2]&count[1]&count[0];
    assign K[3] = count[0];
    assign J[2] = count[1]&count[0];
    assign K[2] = count[1]&count[0];
    assign J[1] = (~count[3])&count[0];
    assign K[1] = count[0];
    assign J[0] = 1;
    assign K[0] = 1;
    edge_trigger_JKFF C3 (reset_n, J[3], K[3], clk, count[3], _count[3]);
    edge_trigger_JKFF C2 (reset_n, J[2], K[2], clk, count[2], _count[2]);
    edge_trigger_JKFF C1 (reset_n, J[1], K[1], clk, count[1], _count[1]);
    edge_trigger_JKFF C0 (reset_n, J[0], K[0], clk, count[0], _count[0]);
endmodule
`timescale 1ps / 1fs
module decade_counter_2digits(input reset_n, input clk, output [7:0] count);
    decade_counter counter1 (reset_n, clk, count[3:0]);
    decade_counter counter2 (reset_n, count[3], count[7:4]);
endmodule
`timescale 1ps / 1fs
module edge_trigger_JKFF(input reset_n, input j, input k, input clk, output reg q, output reg q_);  
    initial begin
      q = 0;
      q_ = ~q;
    end
    always @(negedge clk) begin
        q = reset_n & (j&~q | ~k&q);
        q_ = ~reset_n | ~q;
    end
endmodule
module edge_trigger_D_FF(input reset_n, input d, input clk, output q, output q_);   
    edge_trigger_JKFF DFF(reset_n, d, ~d,clk,q,q_);
endmodule
```
==> Changelog: implementation <==
## Flow update

* Outcome: finished with violations
* Violated checks: setup timing
* CP Launch Type: flip-flop
* Latency at later pin at 0.28 ns
* CP Capture Type: output pin
* Vias in the first global route at 279
* ANT nets after route at 0
* Chip area at 0.00640 sq mm
* Count of tool warnings at 32
* Crit-path slowest cell: dfxtp_4
* Clk_skew at 0.00334 ns
* Fin worst setup slack at -0.413 ns
* Post-synth EDFFs at 0
* Non-Filler Instances at 99
* Largest net degree at the start of global routing at 9
* Vias at 285
* Hold path cells at 2
* CTS Buf Count at 3
* Fin util at 15.9%
* Share of layout cells above drive strength 1 at 47.2%
* Buf/Inv on CP at 1
* Leakage power at 0.000213 uW
* FF+latch count, synth at 8
* Normalized max-slew margin at 83.9%
* Max Cap Viol at 0
* Crit path max-delay family: flip-flops
* Cell Area, Synth at 368 sq um
* Average cell area after synthesis at 9.43 sq um
* Cells in synth_stat.txt at 39
* Crit path DAT at 1.21 ns
* Row cnt at 21
* Worst slew pin tran at 0.241 ns
* Peak fanout along the critical path at 2
* Initial antenna violation count at 0
* Final wirelength at 741 um
* Dpl ws at -0.550 ns
* DP Cell Count at 91
* HPWL Detailed at 593 um
* DIE WIDTH at 80 um
* Syn Inst Count at 39
* Maximum vdd drop at 0.000263 V
* Critical path cell sequence: buf_2
* Max H-tree Level at 1
* Multi-input logic area at 148 sq um
* Cell area leaders: dfxtp_1 (44%), buf_4 (16%), a21oi_1 (6.8%)
* First-pass GRT wire length at 1170 um
* Hold Path Class: flip-flop to flip-flop
* Clk buf depth at 2
* Synth Flop Type: dfxtp_1
* Tot GR Track Use at 2.21%
* Vias per cell at 2.88
* Num ports at 10
* Synth area leader: dfxtp_1
* CTS tree: done
* RSZ-0062 raised after global routing: yes
* Cell area power density at 894 mW/mm^2
* Endpoints left unconstrained at 8
* Port Buffer Count at 9
* Chip Area, Yosys at 368 sq um
* CP Depth at 1
* Root buf cell: clkbuf_4
* Kind of critical path: flip-flop to output pin
* Post-synth ARST share at 0%
* Slowest stage delay, CP at 0.33 ns
* Synth cell types at 11
* RePlAce Congestion at 0.670
* Final max-slew violation count at 0
* Die Y at 80 um
* Diodes inserted at 0
* Clock Pin Slew Worst Setup and Hold Paths at 0.03 ns
* Area growth syn-to-layout at 47.6%
* Routed length per instance at 7.48 um
* Final setup violation count at 5
* Hold buffer count at cts at 0
* Flop area at 168 sq um
* DR pass1 iterations at 3
* Sequential share of the synthesized area at 43.5%
* Max-area cell share at 43.5%
* Fin. Hold Viols at 0
* Fp_density at 10.8%
* Initial DRC count at 19
* Yosys Warn Count at 0
* Fillers at 393
* Most frequent cells after synthesis: buf_4 (8), dfxtp_1 (8), a21oi_1 (5), nand2b_1 (4), inv_1 (3)
* Core area at 0.00342 sq mm
* # DRC at 0
* Count of unclocked register or latch pins at 4
* Total global routing overflow at 0
* CP Data Required Time at 0.80 ns
* Register-to-Register Path Depth at 3
* Fin Setup TNS at -1.59 ns
==> layer usage <==
metal / track usage, % / vias to the layer above / share of wire [%]
met5: 0 / - / 0
met4: 1.06 / 0 / 0
met3: 1.14 / 0 / 9.0
met2: 3.77 / 5 / 49
met1: 2.15 / 127 / 42
li1: - / 153 / -
==> timing repair <==
action / CTS / global route
pin swaps: 0 / 1
gates resized: 15 / 3
cloned: 0 / 0
setup endpoints to repair: 8 / 7
buffers inserted: 1 / 1
==> metrics by stage <==
stage	hold slack, ns	cell area, sq um	power (uW)
2_1_floorplan	0.428	394	245
3_3_place_gp	0.523	504	270
5_1_grt	0.564	543	537
4_1_cts	0.530	524	498
3_5_place_dp	0.528	504	271
6_report	0.533	543	486
==> sequential cells by signal, summed over array words and instances (netlist names) <==
name and count:
counter1.C3.q 1, counter2.C3.q 1, counter1.C1.q 1, counter2.C1.q 1, counter2.C0.q 1, counter2.C2.q 1, counter1.C0.q 1, counter1.C2.q 1
==> worst reg2reg max path, cell delays in order, from the launching register on <==
cell	delay [ns]
dfxtp_2	0.30
buf_4	0.13
or3b_1	0.38
a21oi_2	0.12
==> logic make-up after synthesis <==
family,Yosys count,synth area share [%]
AND-OR/OR-AND,8,14.6
AND/OR/NAND/NOR,12,22.4
buffers and inverters,11,19.4
flip-flops,8,43.5
==> where the power goes <==
group	switching, uW	internal, uW	total [uW]	leakage, uW
logic	26.5	36.5	63.0	0.000111
clock network	91.8	156	248	0.0000351
registers	3.93	171	175	0.0000675
total	122	363	486	0.000213
==> cells in the final DEF, fill, tap and decap left out, drive strengths merged, types with 2 or more instances in the layout <==
cell / Yosys / layout
buf: 8 / 11
dfxtp: 8 / 8
a21oi: 6 / 6
inv: 3 / 5
nand2b: 4 / 4
clkdlybuf4s50: 0 / 4
clkbuf: 0 / 3
nor2: 2 / 2
or3b: 2 / 2
a21bo: 2 / 2
nand3b: 2 / 2
nand4b: 2 / 2
==> layout make-up <==
cell class / count / share of cell area (%)
clock inverter: 4 / 2.76
inverter: 2 / 2.07
clock buffer: 3 / 4.15
tap: 46 / 10.6
multi-input combinational: 20 / 27.2
timing repair buffer: 16 / 22.4
sequential: 8 / 30.9
==> final timing paths <==
kind              slack (ns)                  start               endpoint
setup / recovery       -0.41  counter1.C0.q$_DFF_N_               count[0]
hold / removal          0.53  counter1.C0.q$_DFF_N_  counter1.C0.q$_DFF_N_
setup reg to reg           0  counter1.C3.q$_DFF_N_  counter1.C1.q$_DFF_N_
hold reg to reg         0.53  counter1.C0.q$_DFF_N_  counter1.C0.q$_DFF_N_
Power is estimated from default activity; no workload was simulated.
